[run.sh]
#!/bin/bash
# OpenROAD 26Q1-2900-gdf79404cd8, Yosys 0.63+post, stock flow scripts
make -C /OpenROAD-flow-scripts/flow DESIGN_CONFIG=/design/flow/config.mk WORK_HOME=/design/flow/orfs finish
[config.mk]
export PLATFORM = sky130hd
export DESIGN_NAME = coinAccept
export DESIGN_NICKNAME = coinAccept
export VERILOG_FILES = /design/flow/design.v
export SDC_FILE = /design/flow/constraint.sdc
export NUM_CORES = 4
export LEC_CHECK = 1
export CORE_AREA = 10 10 70 70
export DIE_AREA = 0 0 80 80
[constraint.sdc]
current_design coinAccept

set clk_period 1.8
set clk_io_pct 0.2

create_clock -name clk0 -period $clk_period [get_ports {CLOCK_50}]

set non_clock_inputs [all_inputs -no_clocks]
set_input_delay [expr $clk_period * $clk_io_pct] -clock clk0 $non_clock_inputs
set_output_delay [expr $clk_period * $clk_io_pct] -clock clk0 [all_outputs]
[design.v]
`default_nettype none
module topCoinAccept(
	input logic [1:0] CoinValue,
	input logic CoinInserted, reset, CLOCK_50, startGameNow, masterLoaded, gamePlaying,
	output logic ready,
	output logic [3:0] NumGames
	);
	logic drop, gt, lt, adderIn, en_reg;
	logic [3:0] numGamesIn;
	assign en_reg = startGameNow | drop;
	assign ready = gt&masterLoaded&(~gamePlaying);  
	assign numGamesIn = (startGameNow) ? NumGames - 1 : (drop & lt) ? NumGames + 1 : NumGames;
	coinAccept ca(.*);
	register #(4) r1(numGamesIn, en_reg, reset, CLOCK_50, NumGames);
	comparator #(4) c1(, , gt, NumGames, 0);
	comparator #(4) c2(lt,,, NumGames, 7);
endmodule: topCoinAccept
module coinAccept(
    input logic reset, CoinInserted, CLOCK_50,
	 input logic [1:0] CoinValue,
	 output logic drop
	 );
	 logic [1:0] coin;
	 assign coin = CoinValue;
   enum logic [2:0] {d0ch0 = 3'd0, d0ch1 = 3'd1, d0ch2 = 3'd2, d0ch3 = 3'd3, 
                     d1ch0 = 3'd4, d1ch1 = 3'd5, d1ch2 = 3'd6, d1ch3 = 3'd7}
                     currState, nextState;
    always_comb
        case(currState)
            d0ch0, d1ch0: unique case(coin)
                2'd0: nextState = d0ch0;
                2'd1: nextState = goNow ? d0ch1 : d0ch0;
                2'd2: nextState = goNow ? d0ch3 : d0ch0;
                2'd3: nextState = goNow ? d1ch1 : d0ch0;
                endcase
            d0ch1, d1ch1: unique case(coin)
                2'd0: nextState = d0ch1; 
                2'd1: nextState = goNow ? d0ch2 : d0ch1;
                2'd2: nextState = goNow ? d1ch0 : d0ch1;
                2'd3: nextState = goNow ? d1ch2 : d0ch1;
                endcase
            d0ch2, d1ch2: unique case(coin)
                2'd0: nextState = d0ch2;
                2'd1: nextState = goNow ? d0ch3 : d0ch2;
                2'd2: nextState = goNow ? d1ch1 : d0ch2;
                2'd3: nextState = goNow ? d1ch3 : d0ch2;
                endcase
            d0ch3, d1ch3: unique case(coin)
                2'd0: nextState = d0ch3;
                2'd1: nextState = goNow ? d1ch0 : d0ch3;
                2'd2: nextState = goNow ? d1ch2 : d0ch3;
                2'd3: nextState = goNow ? d1ch0 : d0ch3;
                endcase
            default: nextState = d0ch0;
        endcase
    always_comb
        case(currState)
            d0ch0, d0ch1, d0ch2, d0ch3: drop = 0;
            d1ch0, d1ch1, d1ch2, d1ch3: drop = 1;
            default: drop = 0;
        endcase
	 logic prevCoinInserted, prevPrevCoinInserted, goNow;
    always_ff @(posedge CLOCK_50, posedge reset) begin
       if (reset == 1)
         currState <= d0ch0;
       else begin
         currState <= nextState;
			prevCoinInserted <= CoinInserted;
			prevPrevCoinInserted <= prevCoinInserted;
			goNow <= prevCoinInserted & ~prevPrevCoinInserted;
		end
	end
endmodule: coinAccept
==> flow_metrics.tcl <==
# collected from the flow reports
set metrics [dict create \
    series_of_cell_instances_along_the_critical_path "clkdlybuf4s50_1" \
    iteration_0_drc_count_of_the_detailed_router 11 \
    report.power.total_uw 413 \
    post_cts_buffers 0 \
    numCtsBuffers 3 \
    die_y_um 80 \
    setup_violations 0 \
    wire_per_inst_um 6.29 \
    max_clock_freq_mhz 726 \
    ys_ff 6 \
    cp.buffers_inverters 1 \
    drt-vias-per-instance 2.25 \
    critical_path.top_delay_family "buffers and inverters" \
    end_kind "primary output" \
    synth_instances 17 \
    finalMaxSlewViolations 0 \
    fin_tns_setup_ps 0 \
    pwr_density_cell_mw_per_mm2 1100 \
    design.core.area_mm2 0.00342 \
    areaGrowthSynthToFinish_pct 55.4 \
    place.detailed.hpwl_um 352 \
    latest_clock_arrival_within_the_worst_skew_pair_ps 250 \
    detail_route.wirelength_um 453 \
    ctsRootBufferMaster "sky130_fd_sc_hd__clkbuf_4" \
    grt_max_degree 7 \
    leakage_uw 0.000130 \
    buffer_ports.inserted 5 \
    route.detailed.drc 0 \
    timing.critical_path.arrival_ps 1020 \
    first_global_vias 170 \
    element_type_at_the_critical_path_start "flip-flop" \
    dr_total_vias 162 \
    placed_cell_area_um2 349 \
    synth-warning-count 1 \
    seq_area_frac_synth_pct 68.4 \
    unrepaired_setup_endpoints_after_global_routing "no" \
    fin_worst_skew_ps 10.8 \
    holdCritPathClass "input port to async pin" \
    cts.hold.buffers_added 0 \
    tightest_slew_ps 235 \
    openroad.warnings 25 \
    finalCritPeriodShare_pct 76.5 \
    cpPeakStageDelay_ps 470 \
    synth_cell_type_count 11 \
    clock_tree.htree_level_count 1 \
    worstPathRequired_ps 1440 \
    top_level_ports 6 \
    critical_path_class "flip-flop to primary output" \
    path_clk_slew_ps 40 \
    timing.critical_path.fanout_max 1 \
    timing.max_cap.violations 0 \
    worst_r2r_path_depth 3 \
    slew-limit-headroom_pct 84.1 \
    detailedRoute.firstPassIterationCount 3 \
    globalRouteOverflowTotal 0 \
    crit_slowest_cell "sky130_fd_sc_hd__clkdlybuf4s50_1" \
    post_cts_resized 0 \
    final_gp_congestion 0.652 \
    fin_crit_ps 1380 \
    critical_path_cell_count 1 \
    horizontal_die_dimension_um 80 \
    antenna_left 0 \
    dpl.cell_count 68 \
    post_synth.cell_area_avg_um2 14.2 \
    cts.path.max_buffers 2 \
    die-area_mm2 0.00640 \
    filler_cell_count 395 \
    max-vdd-ir-drop_v 0.000158 \
    initial_utilization_pct 7.07 \
    timing.final.hold_violations 0 \
    layout.cell_area.non_filler_um2 375 \
    yosys_area_um2 241 \
    number_of_clock_sinks 6 \
    grt_antenna_before_repair 0 \
    yosysCellCount 17 \
    tritoncts "done" \
    num_rows 21 \
    final_common_cell "sky130_fd_sc_hd__clkdlybuf4s50_1" \
    dominant_logic_cell_types_in_the_final_layout "5 x sky130_fd_sc_hd__clkdlybuf4s50_1, 3 x sky130_fd_sc_hd__clkbuf_4, 3 x sky130_fd_sc_hd__dfrtp_1, 3 x sky130_fd_sc_hd__edfxtp_1" \
    fin_cells 72 \
    antenna_cells 0 \
    grt_use_total_pct 1.35 \
    drive_gt1_share_pct 15.4 \
    holdWs_ps 345 \
    grt_first_pass_wirelength_um 717 \
    netlist_area_um2 241 \
    run_status "finished, final reports clean" \
]
==> stage by stage <==
stage | utilization [%] | setup WS [ps]
after global routing | 11.0 | 389
after detailed placement | 10.2 | 317
after global placement | 10.2 | 376
after floorplan | - | 841
final | 11.0 | 423
after CTS | 11.0 | 409
==> path summary, 6_finish.rpt <==
path	slack (ps)	end	start
min	340	currState[1]$_DFF_PP0_	reset
max	420	drop	currState[2]$_DFF_PP0_
min in group clk0	450	prevPrevCoinInserted$_DFFE_PN_	prevCoinInserted$_DFFE_PN_
max reg2reg	740	currState[1]$_DFF_PP0_	currState[0]$_DFF_PP0_
max in group asynchronous	1270	currState[0]$_DFF_PP0_	reset
min reg2reg	450	prevPrevCoinInserted$_DFFE_PN_	prevCoinInserted$_DFFE_PN_
==> kinds of logic after synthesis <==
logic type / count (synthesis) / synth area share, %
compound gates: 5 / 14.5
buf+inv: 1 / 1.55
flops: 6 / 68.4
simple gates: 3 / 8.29
xor+xnor: 2 / 7.26
==> layout make-up <==
| cell class | count | area, µm² | area share, % |
|---|---|---|---|
| sequential | 6 | 165 | 44.0 |
| tap | 46 | 57.6 | 15.3 |
| clock buffer | 4 | 26.3 | 7.00 |
| inverter | 1 | 3.75 | 1.00 |
| timing repair buffer | 5 | 50.0 | 13.3 |
| multi-input combinational | 10 | 72.6 | 19.3 |
==> registers in the layout (all words and copies together) (netlist names) <==
register	cells
currState	3
goNow	1
prevCoinInserted	1
prevPrevCoinInserted	1
==> metal layers <==
metal / up-vias / track usage, % / share of wire, %
met3: 4 / 0.795 / 6.4
met2: 7 / 1.85 / 40
met1: 73 / 1.42 / 45
met5: - / 0 / 0
li1: 78 / - / -
met4: 0 / 1.23 / 9.3
==> synthesized netlist by cell type <==
| library cell | instances | area (µm²) |
|---|---|---|
| sky130_fd_sc_hd__edfxtp_1 | 3 | 90.1 |
| sky130_fd_sc_hd__xnor2_1 | 2 | 17.5 |
| sky130_fd_sc_hd__dfrtp_1 | 3 | 75.1 |
| sky130_fd_sc_hd__nor2b_1 | 1 | 6.26 |
| sky130_fd_sc_hd__nor4bb_1 | 1 | 10.0 |
| sky130_fd_sc_hd__a21boi_2 | 1 | 11.3 |
| sky130_fd_sc_hd__a31oi_1 | 1 | 6.26 |
| sky130_fd_sc_hd__nand2_1 | 1 | 3.75 |
| sky130_fd_sc_hd__inv_1 | 1 | 3.75 |
| sky130_fd_sc_hd__a21o_1 | 1 | 7.51 |
| sky130_fd_sc_hd__o21ai_0 | 2 | 10.0 |
==> report_power, final <==
group / internal, µW / leakage [µW] / total, µW / switching, µW
Combinational: 44.8 / 0.0000491 / 70.7 / 25.9
Sequential: 178 / 0.0000661 / 209 / 30.5
Clock: 84.0 / 0.0000150 / 133 / 49.3
Total: 307 / 0.000130 / 413 / 106
Power and IR drop assume default switching activity.
