==> flow/design.v <==
`default_nettype none
module chipInterface(
	input logic [17:0] SW,
	input logic [3:0] KEY,
	input logic CLOCK_50,
	output logic [6:0] HEX0, HEX1, HEX2, HEX3, HEX4, HEX5, HEX6, HEX7,
	output logic [7:0] LEDG,
	output logic [7:0] VGA_R, VGA_G, VGA_B,
	output logic VGA_BLANK_N, VGA_CLK, VGA_SYNC_N,
	output logic VGA_VS, VGA_HS
);
	logic CoinInserted, StartGame, GradeIt, LoadShapeNow, GameWon, reset, debug;
	logic LoadNumGames, LoadGuess, LoadZnarlyZood, clearGame, displayMasterPattern;
	logic [1:0] CoinValue, ShapeLocation;
	logic [2:0] LoadShape;
	logic [3:0] NumGames, RoundNumber, Znarly, Zood, seenOutZood;
	logic [11:0] Guess, masterPattern;
	logic masterLoaded, ready, GameOver, gamePlaying, startGameNow, resetMaster, clearMaster, GameWonOut;
	logic [2:0] master0, master1, master2, master3;
	assign CoinValue = SW[17:16];
	assign CoinInserted = ~KEY[1];
	assign StartGame = ~KEY[2];
	assign Guess = SW[11:0];
	assign GradeIt = ~KEY[3];
	assign LoadShape = SW[2:0];
	assign ShapeLocation = SW[4:3];
	assign LoadShapeNow = ~KEY[3];
	assign debug = SW[15];
	assign reset = ~KEY[0];
	assign LEDG[0] = GameWon;
	assign LEDG[1] = GameOver;
	assign LEDG[2] = gamePlaying;
	assign LoadNumGames = 1;
	assign LoadGuess = gamePlaying;
	assign LoadZnarlyZood = gamePlaying;
	assign clearGame = resetMaster;
	assign masterPattern = {master3, master2, master1, master0};
	assign displayMasterPattern = debug;
	BCDtoSevenSegment zn(HEX3, Znarly);
	BCDtoSevenSegment zo(HEX2, Zood);
	BCDtoSevenSegment rn(HEX1, RoundNumber);
	BCDtoSevenSegment ng(HEX0, NumGames);
	topCoinAccept  tca(.*);
	loadMaster     lms(.*);
	GradeGuessTop  ggt(.*);
	game_playing   igp(.*);
	mastermindVGA mm(CLOCK_50, VGA_R, VGA_G, VGA_B, VGA_BLANK_N,
							VGA_CLK, VGA_SYNC_N, VGA_VS, VGA_HS,
							NumGames, LoadNumGames, RoundNumber, Guess,
							LoadGuess, Znarly, Zood, LoadZnarlyZood, 
							clearGame, masterPattern, displayMasterPattern, reset);
endmodule: chipInterface
module BCDtoSevenSegment
(output logic [6:0] segment,
input logic [3:0] bcd);
	logic w, x, y, z;
	assign {w, x, y, z} = bcd;
	assign segment[6] = ~w&~x&~y | ~w&x&y&z;
	assign segment[5] = w&x | y&z | w&y |  ~x&y | ~w&~x&z;
	assign segment[4] = z | w&y | x&~y;
	assign segment[3] = z&w | w&y | x&y&z | x&~y&~z | ~y&z&~x;
	assign segment[2] = w&x | w&y | ~x&y&~z;
	assign segment[1] = w&x | w&y | x&~y&z | x&y&~z;
	assign segment[0] = w&x | w&y | x&~y&~z | ~w&~x&~y&z;
endmodule: BCDtoSevenSegment
==> flow/run.sh <==
#!/bin/bash
# OpenROAD 26Q1-2900-gdf79404cd8, Yosys 0.63+post, stock flow scripts
make -C /OpenROAD-flow-scripts/flow DESIGN_CONFIG=/design/flow/config.mk WORK_HOME=/design/flow/orfs finish
==> flow/config.mk <==
export PLATFORM = sky130hd
export DESIGN_NAME = BCDtoSevenSegment
export DESIGN_NICKNAME = BCDtoSevenSegment
export VERILOG_FILES = /design/flow/design.v
export SDC_FILE = /design/flow/constraint.sdc
export NUM_CORES = 4
export LEC_CHECK = 1
export CORE_AREA = 10 10 70 70
export DIE_AREA = 0 0 80 80
==> flow/constraint.sdc <==
current_design BCDtoSevenSegment

set clk_period 1.0
set clk_io_pct 0.2

create_clock -name clk0 -period $clk_period

set non_clock_inputs [all_inputs -no_clocks]
set_input_delay [expr $clk_period * $clk_io_pct] -clock clk0 $non_clock_inputs
set_output_delay [expr $clk_period * $clk_io_pct] -clock clk0 [all_outputs]
==> Implementation_results.wiki <==
== Implementation results ==
{| class="wikitable"
! Metric !! Value
|-
| Met2 usage || 0.05457
|-
| Portion of the post-synthesis area used by sequential elements || 0
|-
| Origin of the worst setup path || bcd[2]
|-
| GRT Resource Usage Total || 0.02240
|-
| Core box area || 3416 um^2
|-
| Die Footprint || 6400 um^2
|-
| Area of the mapped netlist || 176.4 um^2
|-
| Chip Width || 80 um
|-
| Flop Count || 0
|-
| Portion of total power attributed to sequential cells || 0
|-
| Type of the tightest min-delay check || in2out
|-
| Synthesized area divided by synthesized cell count || 7.057 um^2
|-
| Antenna Nets Post-Route || 0
|-
| Number of buffers added on ports || 11
|-
| Wire length of the first global-routing pass || 1186 um
|-
| DRT Pass-1 Iters || 3
|-
| Part of the power in combinational logic || 1.000
|-
| Switching power || 0.00006426 W
|-
| Slowest-stage cell, CP || sky130_fd_sc_hd__o32a_1
|-
| Synth Instances || 25
|-
| Power density over cell area || 396.6 nW/um^2
|-
| Outcome || finished with violations
|-
| Launch point of the worst hold path || bcd[3]
|-
| Max-slew headroom || 0.8960
|-
| Layout area overhead || 168.8%
|-
| M3 GR Usage || 0.002273
|-
| Busiest layer in global routing || met2
|-
| Int Power || 0.0001238 W
|-
| Warning total across the stage logs || 34
|-
| Worst Setup Start Kind || input port
|-
| Max-cap viol count || 0
|-
| Max Slew Vio Count || 0
|-
| Time the final worst path needs with I/O delays and setup || 1071 ps
|-
| Routed vias/inst || 2.868
|-
| Final clock period utilization by the worst path || 1.071
|-
| Maximum fanout encountered on the critical timing path || 5
|-
| Hold Violations, Final || 0
|-
| DRT iter0 DRCs || 1
|-
| Initial cell density of the core || 0.05165
|-
| # clk buffers || 0
|-
| GPL Wtd Cong || 0.8007
|-
| Number of global-route vias before repair || 241
|-
| Yosys cell count || 25
|-
| Met1 layer usage reported by global route || 0.01780
|-
| Leakage power || 0.2007 nW
|-
| Number of cell rows || 21
|-
| Netlist cell types || 19
|-
| Warning count from the yosys run || 0
|-
| Slowest stage delay, CP || 330 ps
|-
| Total overflow reported by the global router || 0
|-
| Violations in the final reports || negative setup slack
|-
| Vertical die size || 80 um
|-
| Final Worst Setup Slack || -71.09 ps
|-
| DR WL/cell || 9.165 um
|-
| Sw Ratio || 0.3417
|-
| Unrepaired setup endpoints after global routing || true
|-
| Cells along the critical path || buf_12 -> buf_6 -> o32a_1 -> buf_2
|-
| Sequential cell area || 0 um^2
|-
| Remaining DRCs || 0
|-
| Power Total || 0.0001881 W
|-
| Via count || 261
|-
| Area reported by Yosys stat || 176.4 um^2
|-
| Post-DP HPWL || 600.7 um
|-
| Maximum clock frequency || 0.9336 GHz
|-
| Least-Margin Pin Slew || 154.8 ps
|-
| Maximum vdd drop || 0.03551 mV
|-
| Number of antenna violations at the first check in global routing || 0
|-
| Arrival time reported for the critical path endpoint || 870 ps
|-
| Clock share of power || 0
|-
| Critical Path End Type || output pin
|-
| Routed wire length || 834 um
|-
| Critical Path RT || 800 ps
|-
| Count of pins on the block boundary || 11
|-
| Setup-violating endpoint count in the final report || 5
|-
| Post-placement setup slack || -950.2 ps
|-
| Pin count of the biggest net entering global routing || 10
|-
| Number of diodes || 0
|-
| Fraction of layout instances using a drive strength above 1 || 0.7111
|-
| Classification of the worst setup path || in2out
|-
| Final core area utilization || 0.1388
|}
per-layer routing:
layer | up-vias | part of all wire
li1 | 130 | -
met1 | 130 | 0.30
met2 | 1 | 0.68
met3 | 0 | 0.024
met4 | 0 | 0
met5 | - | 0
worst paths after layout:
path                         end  cells after the start  slack (ps)
worst max-delay path  segment[0]                      4         -70
worst min-delay path  segment[1]                      3         720
cells in the final DEF, fill, tap and decap left out, drive strengths merged, types with 2 or more instances in the layout:
cell type,netlist,final
nor3,3,3
buf,4,22
nor2,2,2
clkbuf,0,2
a21oi,2,2
final cells by class:
cell class | count | area [um^2]
fillers | 391 | 2942
inverters | 1 | 3.754
multi-input cells | 20 | 160.2
well taps | 46 | 57.56
repair buffers | 24 | 252.7
power groups by stage:
stage | Combinational, W | Clock, W | Sequential, W
4_1_cts | 0.000152 | 0 | 0
5_1_grt | 0.000204 | 0 | 0
6_report | 0.000188 | 0 | 0
cells by family after synthesis:
group	after synthesis	synth area share
and+or+nand+nor	10	0.3404
AOI/OAI and AO/OA	9	0.3688
buffers and inverters	5	0.2411
xor gates and xnor gates	1	0.04965
cells in the mapped netlist, drive strengths merged:
library cell | instances | area share
a211o | 1 | 0.050
xor2 | 1 | 0.050
buf | 4 | 0.22
inv | 1 | 0.021
o21ai | 1 | 0.028
a211oi | 1 | 0.043
o22a | 1 | 0.050
nand2 | 1 | 0.021
and2 | 1 | 0.050
o32a | 1 | 0.057
a21oi | 2 | 0.057
nor2 | 2 | 0.043
nor2b | 1 | 0.078
a22oi | 1 | 0.043
or2 | 1 | 0.035
o21a | 1 | 0.043
nor3 | 3 | 0.085
nand3 | 1 | 0.028
per-stage QoR:
step | hold slack (ps) | setup TNS, ps | area [um^2] | instances
CTS | 713.4 | -315.1 | 382.9 | 86
finish | 719.6 | -158.0 | 474.2 | 91
detailed placement | 1579 | -6395 | 350.3 | 84
floorplan | 503.1 | 0 | 176.4 | 25
global route | 754.0 | -336.2 | 474.2 | 91
global placement | 1571 | -6309 | 350.3 | 84
critical path, delay by kind of cell:
kind	cells	cell delay, ps
AND-OR/OR-AND	1	330
buffers and inverters	3	340
repair_timing:
item | 4_1_cts | 5_1_grt
resized | 58 | 11
gates cloned | 0 | 1
pin swaps | 8 | 3
hold buffers | 0 | 0
endpoints found under the setup margin | 7 | 7
buffers inserted | 2 | 4
No activity file was given, so power comes from the tool's default toggle rates.
